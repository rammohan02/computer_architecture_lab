[./design.v]
module REGISTERFILE (write, writeReg, writeData, readReg1, readData1, readReg2, readData2, clk);
    input[4:0] writeReg;
    input[63:0] writeData;
    input write;
    input[4:0] readReg1, readReg2;
    output[63:0] readData1, readData2;
    input clk;
    reg[63:0] regFile[0:31];
    assign readData1 = regFile[readReg1];
    assign readData2 = regFile[readReg2];
    initial begin
        regFile[0] = 64'b0;
        regFile[1] = 64'b0;
        regFile[2] = 64'b0;
        regFile[3] = 64'b0;
        regFile[4] = 64'b0;
        regFile[5] = 64'b0;
        regFile[6] = 64'b0;
        regFile[7] = 64'b0;
        regFile[8] = 64'b0;
        regFile[9] = 64'b0;
        regFile[10] = 64'b0;
        regFile[11] = 64'b0;
        regFile[12] = 64'b0;
        regFile[13] = 64'b0;
        regFile[14] = 64'b0;
        regFile[15] = 64'b0;
        regFile[16] = 64'b0;
        regFile[17] = 64'b0;
        regFile[18] = 64'b0;
        regFile[19] = 64'b0;
        regFile[20] = 64'b0;
        regFile[21] = 64'b0;
        regFile[22] = 64'b0;
        regFile[23] = 64'b0;
        regFile[24] = 64'b0;
        regFile[25] = 64'b0;
        regFile[26] = 64'b0;
        regFile[27] = 64'b0;
        regFile[28] = 64'b0;
        regFile[29] = 64'b0;
        regFile[30] = 64'b0;
        regFile[31] = 64'b0;
    end
    always @(posedge clk) begin
        regFile[writeReg] = writeData & {64{write}};
    end
endmodule
[./run.sh]
#!/bin/bash
# OpenROAD 26Q1-2900-gdf79404cd8, Yosys 0.63+post, stock flow scripts
make -C /OpenROAD-flow-scripts/flow DESIGN_CONFIG=/design/flow/config.mk WORK_HOME=/design/flow/orfs finish
[./config.mk]
export PLATFORM = sky130hd
export DESIGN_NAME = REGISTERFILE
export DESIGN_NICKNAME = REGISTERFILE
export VERILOG_FILES = /design/flow/design.v
export SDC_FILE = /design/flow/constraint.sdc
export NUM_CORES = 4
export LEC_CHECK = 1
export CORE_UTILIZATION = 50
[./constraint.sdc]
current_design REGISTERFILE

set clk_period 13.3
set clk_io_pct 0.2

create_clock -name clk0 -period $clk_period [get_ports {clk}]

set non_clock_inputs [all_inputs -no_clocks]
set_input_delay [expr $clk_period * $clk_io_pct] -clock clk0 $non_clock_inputs
set_output_delay [expr $clk_period * $clk_io_pct] -clock clk0 [all_outputs]
==> results.json <==
{
  "fp_util": 0.504,
  "core_region_area_sq_um": 188000,
  "crit_start": "readReg2[1]",
  "p_clk_frac": 0.408,
  "htree_levels": 4,
  "drt_wl_total_microns": 285000,
  "tightest_slew_ps": 1030,
  "fin_crit_sh": 0.693,
  "antenna_found_initial": 7,
  "grt_usage": 0.345,
  "drv_cap": 0,
  "postPlaceCellArea_sq_um": 100000,
  "cts_setup_buffers": 0,
  "ant_nets": 0,
  "p_switching_uw": 3260,
  "largest_reg_flops": 2048,
  "ios": 209,
  "edf_count": 2048,
  "post-place-ws_ps": 4110,
  "ys_area_sq_um": 94600,
  "via_count": 49900,
  "p_sw_frac": 0.226,
  "cts_resized": 0,
  "cts_buffer_depth": 3,
  "max-vdd-ir-drop_v": 0.000134,
  "synthAdderAreaFrac": 0,
  "holdPathStages": 2,
  "flop_cell": "edfxtp_1",
  "rsz0062_at_grt": "no",
  "synthCells": 4376,
  "internal_power_uw": 11200,
  "syn_area_sq_um": 94600,
  "async_flop_share": 0,
  "fin_tns_setup_ps": 0,
  "synthMostInstantiatedCell": "edfxtp_1",
  "wl_per_cell_microns": 38.6,
  "drive_gt1_frac": 0.353,
  "synth-simple-area-share": 0.0127,
  "arrival_ps": 6560,
  "chip_area_sq_um": 191000,
  "ys_sh_aoi": 0.0239,
  "report.final.slew_viol_count": 0,
  "fin_ws_ps": 4080,
  "numCtsBuffers": 213,
  "synth.distinct_cells": 37,
  "place.gp.congestion": 0.866,
  "area_leaders": "edfxtp_1 65%, mux4_2 25%, mux2i_1 3.8%",
  "p_comb_frac": 0.087,
  "area_growth_pct": 13.4,
  "grt_overflow": 0,
  "p_leak_uw": 0.0313,
  "fp-row-count": 159,
  "top_area_frac": 0.650,
  "p_seq_frac": 0.505,
  "ys_ff": 2048,
  "mux_share": 0.293,
  "ys_top_cells_by_count": "2,048 x edfxtp_1, 1,045 x mux4_2, 357 x mux2i_1",
  "drtIter0Drc": 3238,
  "grt_pass1_vias": 56600,
  "yosysWarnings": 1,
  "flop_area_sq_um": 61500,
  "cts.sink_count": 2048,
  "ys_seq_frac": 0.650,
  "cp.required_ps": 10640,
  "setup.worst_path.class": "input pin to output port",
  "ys_cells": 4376,
  "cts_tree": "done",
  "drcViolationCount": 0,
  "xor_share": 0,
  "hold_buffers": 0,
  "grt_max_degree": 91,
  "grt_pass1_wl_microns": 406000,
  "port-buffer-count": 208,
  "synth_top_cell_by_area": "edfxtp_1",
  "die_h_microns": 437,
  "synth.avg_cell_area_sq_um": 21.6,
  "hold_class": "input pin to flop",
  "min_period_ps": 9220,
  "ctsRootBufferMaster": "clkbuf_16",
  "first_pass_iters": 23,
  "warnings": 26,
  "hpwl_microns": 160000,
  "hold_start": "writeData[55]",
  "worst-path-max-fanout": 64,
  "die_w_microns": 437,
  "clk_pin_slew_ps": 60,
  "vias_per_cell": 6.76,
  "hold_viol": 0,
  "top_logic_kind": "multiplexers",
  "p_per_area_nw_per_um2": 135,
  "design_area_sq_um": 107000,
  "setup_viol": 0,
  "endpoint_kind": "output port",
  "fmax_mhz": 108,
  "logic_area_sq_um": 31500,
  "fill_cells": 13600,
  "cp-start-kind": "input pin",
  "outcome": "finished clean",
  "post-route-util": 0.571,
  "slew_headroom": 0.315
}
[logic make-up (layout without fill, tap and decap cells)]
kind of cell | after synthesis | count (layout)
AOI/OAI and AO/OA | 272 | 272
buffers and inverters | 357 | 866
DFF | 2048 | 2048
muxes | 1455 | 1455
other | 0 | 4
and+or+nand+nor | 244 | 244
[path summary, 6_finish.rpt]
| kind | slack (ps) | endpoint |
|---|---|---|
| hold / removal | 2700 | regFile[30][55]$_DFFE_PP_ |
| setup / recovery | 4080 | readData2[39] |
[worst max-delay path: stages]
cell and delay [ps]:
buf_8 450, buf_4 590, buf_4 670, mux2_2 300, o22ai_1 80, o41ai_1 360
a211oi_1 100, nor4_1 620, clkdlybuf4s50_1 610
[layout by cell type (no fill, tap or decap), types with 8 or more instances in the layout]
cell / n
a32o_1: 38
mux2_2: 53
clkbuf_1: 43
o22ai_1: 36
a211oi_1: 8
nor2b_1: 14
bufinv_16: 21
nor2_1: 12
a221oi_1: 90
buf_4: 246
nor2_4: 35
edfxtp_1: 2048
clkinv_2: 43
nand2_1: 87
and2_1: 66
clkbuf_16: 214
clkinvlp_4: 9
mux2i_1: 357
a22oi_1: 20
clkdlybuf4s50_1: 197
o21a_1: 23
buf_12: 17
a22o_1: 32
clkinv_1: 51
mux4_2: 1045
[per-stage QoR]
stage / total power (uW) / cells / hold WS (ps)
final: 14400 / 7384 / 2700
after CTS: 14500 / 7380 / 2650
after global placement: 8680 / 6982 / 3560
after floorplan: 8180 / 4376 / 3250
after global routing: 14800 / 7383 / 2720
after detailed placement: 8680 / 6982 / 3560
[power groups by stage]
stage	Combinational [uW]	Clock [uW]	Sequential, uW
after CTS	1260	5980	7290
after global routing	1330	6210	7300
final	1250	5890	7290
[area by class of cell]
cell class / instances / share of cell area
Clock buffer: 257 / 0.0514
Timing Repair Buffer: 467 / 0.0397
Clock inverter: 141 / 0.0126
Multi-Input combinational cell: 1971 / 0.294
Tap cell: 2495 / 0.0291
Antenna cell: 4 / 0.0000933
Inverter: 1 / 0.000105
Sequential cell: 2048 / 0.573
[routing by layer]
layer,vias up,wire length [microns],GRT usage
li1,20100,-,-
met2,3761,136000,0.491
met4,10,12200,0.105
met5,-,220,0.0156
met1,25500,83300,0.426
met3,580,53100,0.268
Power and IR drop assume default switching activity.
